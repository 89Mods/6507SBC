==> design/flow/design.v <==
module CPU_6507(
	output [12:0] addr_bus,
	output reg [7:0] d_out,
	input [7:0] d_in,
	output reg wenb,
	input clk,
	input rstb,
	input rdy
);
reg [7:0] A;
reg [7:0] X;
reg [7:0] Y;
reg carry;
reg intr_disable;
reg overflow;
reg decimal;
reg [7:0] stack_ptr;
reg negative;
reg zero;
reg [15:0] PC;
reg [15:0] full_addr;
assign addr_bus = full_addr[12:0];
reg [7:0] addr_in_buff;
reg [7:0] I;
reg is_reset;
reg [3:0] phase;
wire [7:0] instr = phase == 1 ? d_in : I;
wire isNOP = instr == 8'hEA;
wire isLoadOrStore = instr[7:6] == 2'b10 && !isNOP && !(
		instr == 8'h90 ||
		instr == 8'hB0 ||
		instr[3:0] == 4'h8 ||
		instr[3:0] == 4'hA
	);
wire isLoad = isLoadOrStore && instr[5];
wire isStore = isLoadOrStore && !instr[5];
wire isJSR = instr == 8'h20;
wire isRTS = instr == 8'h60;
wire isRTI = instr == 8'h40;
wire isTransfer = instr == 8'h98 || instr == 8'hA8 || (instr[3:0] == 4'hA && instr[7:6] == 2'b10);
wire isBranch = instr[4:0] == 5'h10;
wire isJump = instr == 8'h4C || instr == 8'h6C;
wire isStack = ~instr[7] && instr[4:0] == 5'h08;
wire pull = instr[5];
wire isSpecial = (~instr[7] && instr[4:0] == 5'h18) || instr == 8'hB8 || instr == 8'hD8 || instr == 8'hF8;
wire isArith = !isLoadOrStore && !isNOP && !isTransfer && !isBranch && !isJump && !isTransfer && !isStack && !isSpecial;
wire isBreak = instr == 8'h00;
wire isImplied = instr[3:0] == 4'hA || instr[3:0] == 4'h8;
wire isImmediate = instr[4:0] == 5'h09 || instr[3:0] == 4'h02 || (instr[7] && ~instr[4] && instr[3:0] == 0); 
wire isIndexed = instr[4];
wire indexedByY = instr[3:0] == 4'h1 || instr[3:0] == 4'h9 || instr == 8'h96 || instr == 8'hB6 || instr == 8'hBE;
wire indexedIndirect = instr[4:0] == 5'h01;
wire indirectIndexed = instr[4:0] == 5'h11;
wire zeropage = (indexedIndirect || indirectIndexed || instr[3:2] == 2'b01) && !isImplied;
wire addr16 = !isImmediate && (instr[3:0] == 4'h9 || instr[3:2] == 2'b11 || instr == 8'h20) && !isImplied;
wire isCompare = (instr[7:5] == 3'b110 && instr[1:0] == 2'b01) || instr[3:0] == 4'h4 || instr[3:0] == 4'h0 || instr[3:0] == 4'hC;
wire isBit = instr == 8'h2C || instr == 8'h24;
wire [7:0] ALU_in1 = ~instr[0] && instr[3:0] != 4'hA && ~instr[7] ? d_in : (  
		instr[7] && instr[1:0] == 2'b00 ? (instr[5] ? X : Y) : (
		instr[7] && instr[1:0] == 2'b01 ? A : (
		(instr[7] && instr[1:0] == 2'b10 && instr != 8'hCA) || isBit ? d_in : (
		instr == 8'hCA ? X : (instr == 8'h88 ? Y : A)
	))));
wire [7:0] ALU_in2 = d_in;
wire [7:0] ALU_nin2 = ~d_in;
reg [8:0] ALU_res;
wire [7:0] ALU_sub = ALU_in1 - ALU_in2;
wire [7:0] ALU_sbc = ALU_sub - !carry;
wire [3:0] ALU_opsel = {instr[0], instr[7:5]};
always @(*) begin
	case(ALU_opsel)
		0: ALU_res <= {ALU_in1, 1'b0};
		1: ALU_res <= {ALU_in1, carry};
		2: ALU_res <= {ALU_in1[0], 1'b0, ALU_in1[7:1]};
		3: ALU_res <= {ALU_in1[0], carry, ALU_in1[7:1]};
		4: ALU_res <= {carry, ALU_in1 - 1'b1};
		5: ALU_res <= {carry, ALU_in1};
		6: ALU_res <= instr == 8'hC8 ? {carry, ALU_in1 + 1'b1} : {carry, ALU_in1 - 1'b1};
		7: ALU_res <= {carry, ALU_in1 + 1'b1};
		8: ALU_res <= {carry, ALU_in1 | ALU_in2};
		9: ALU_res <= {carry, ALU_in1 & ALU_in2};
		10: ALU_res <= {carry, ALU_in1 ^ ALU_in2};
		11: ALU_res <= ALU_in1 + ALU_in2 + carry;
		12: ALU_res <= {carry, ALU_in1};
		13: ALU_res <= {carry, ALU_in1};
		14: ALU_res <= ALU_in1 + ALU_nin2 + 1'b1;
		15: ALU_res <= ALU_in1 + ALU_nin2 + carry;
	endcase
end
wire toA = !isLoadOrStore && !isCompare && (
		instr[3:0] == 4'h1 ||
		instr[3:0] == 4'h5 ||
		instr[3:0] == 4'h9 ||
		(instr[3:0] == 4'hA && ~instr[7]) ||
		instr[3:0] == 4'hD
	);
wire toY = instr == 8'hC8 || instr == 8'h88;
wire toX = instr == 8'hE8 || instr == 8'hCA;
wire toMem = (instr[3:0] == 4'hE || instr[3:0] == 4'h6) && !isLoadOrStore;
wire loadstoreTargetA = instr[1:0] == 2'b01;
wire loadstoreTargetX = instr[1:0] == 2'b10;
wire loadstoreTargetY = instr[1:0] == 2'b00;
wire [7:0] status_word = {negative, overflow, 1'b0, 1'b0, decimal, intr_disable, zero, carry};
reg should_branch;
always @(*) begin
	case(instr[7:5])
		0: should_branch <= negative == 1'b0;
		1: should_branch <= negative == 1'b1;
		2: should_branch <= overflow == 1'b0;
		3: should_branch <= overflow == 1'b1;
		4: should_branch <= carry == 1'b0;
		5: should_branch <= carry == 1'b1;
		6: should_branch <= zero == 1'b0;
		7: should_branch <= zero == 1'b1;
	endcase
end
wire [2:0] transfer_idx = {instr[1], instr[5:4]};
reg [7:0] transfer_source;
always @(*) begin
	case(transfer_idx)
		1: transfer_source <= Y;
		2: transfer_source <= A;
		4: transfer_source <= X;
		5: transfer_source <= X;
		6: transfer_source <= A;
		7: transfer_source <= stack_ptr;
		default: transfer_source <= A;
	endcase
end
always @(posedge clk) begin
	if(!rstb) begin
		d_out <= 8'h00;
		full_addr <= 16'h0000;
		phase <= 2;
		is_reset <= 1'b1;
		I <= 8'h00;  
		wenb <= 1'b1;
		carry <= 1'b0;
		addr_in_buff <= 8'h00;
		intr_disable <= 1'b1;
		overflow <= 1'b0;
		decimal <= 1'b0;
		stack_ptr <= 8'h00;
		negative <= 1'b0;
		A <= 8'h00;
		X <= 8'h00;
		Y <= 8'h00;
		zero <= 1'b1;
	end else if(rdy) begin
		phase <= phase + 1;
		if(phase == 0) begin
			wenb <= 1'b1;
			full_addr <= PC;
			PC <= PC + 1;
		end else if(phase == 1) begin
			I <= d_in;
			if(isNOP) begin
				phase <= 0;
			end else if(isStack) begin
				if(pull) begin
					full_addr <= {8'h01, stack_ptr + 1'b1};
					stack_ptr <= stack_ptr + 1'b1;
					wenb <= 1'b1;
					phase <= 4;
				end else begin
					full_addr <= {8'h01, stack_ptr};
					stack_ptr <= stack_ptr - 1'b1;
					wenb <= 1'b0;
					d_out <= instr[6] ? A : status_word;
					phase <= 0;
				end
			end else if(isSpecial) begin
				case(instr[7:5])
					0: carry <= 1'b0;
					1: carry <= 1'b1;
					2: intr_disable <= 1'b0;
					3: intr_disable <= 1'b1;
					5: overflow <= 1'b0;
					6: decimal <= 1'b0;
					7: decimal <= 1'b1;
				endcase
				phase <= 0;
			end else if(isRTS || isRTI) begin
				phase <= isRTS ? 14 : 13;
				full_addr <= {8'h01, stack_ptr + 1'b1};
				stack_ptr <= stack_ptr + 1;
				wenb <= 1'b1;
			end else if(isTransfer) begin
				case(transfer_idx)
					1: A <= transfer_source;
					2: Y <= transfer_source;
					4: A <= transfer_source;
					5: stack_ptr <= transfer_source;
					6: X <= transfer_source;
					7: X <= transfer_source;
				endcase
				if(transfer_idx != 5) begin
					negative <= transfer_source[7];
					zero <= transfer_source == 8'h00;
				end
				phase <= 0;
			end else begin
				if(isImmediate || isBranch) begin
					full_addr <= PC;
					PC <= PC + 1;
					phase <= 4;
				end
				if(zeropage || addr16 || isJump || isJSR) begin
					full_addr <= PC;
					PC <= PC + 1;
				end
			end
		end else if(phase == 2) begin
			if(isBreak) begin
				full_addr <= 16'hFFFC | (~is_reset << 1);
			end else begin
				if(zeropage) begin
					if(indexedIndirect) begin
						full_addr <= {8'h00, d_in + (indexedByY ? Y : X)};
						phase <= 8;
					end else if(indirectIndexed) begin
						full_addr <= {8'h00, d_in};
						phase <= 8;
					end else if(isIndexed) begin
						full_addr <= {8'h00, d_in + (indexedByY ? Y : X)};
						phase <= 4;
					end else begin
						full_addr <= {8'h00, d_in};
						phase <= 4;
					end
				end
				if(addr16 || isJump || isJSR) begin
					addr_in_buff <= d_in;
					full_addr <= PC;
					PC <= PC + 1;
					if(isJSR) begin
						phase <= 10;
					end
				end
			end
		end else if(phase == 3) begin
			if(isBreak) begin
				addr_in_buff <= d_in;
				full_addr <= full_addr | 1;
			end else if(addr16 || isJump) begin
				if(instr == 8'h6C) begin
					phase <= 8;
				end else if(isIndexed) begin
					full_addr <= {d_in, addr_in_buff} + (indexedByY ? Y : X);
				end else begin
					full_addr <= {d_in, addr_in_buff};
				end
			end
		end else if(phase == 4) begin
			phase <= 0;
			if(isBreak) begin
				if(is_reset) begin
					PC <= {d_in, addr_in_buff};
				end else begin
					phase <= 10;
				end
				is_reset <= 1'b0;
			end else if(isStack) begin
				if(instr[6]) begin
					A <= d_in;
					negative <= d_in[7];
					zero <= d_in == 8'h00;
				end else begin
					negative <= d_in[7];
					overflow <= d_in[6];
					decimal <= d_in[3];
					intr_disable <= d_in[2];
					zero <= d_in[1];
					carry <= d_in[0];
				end
			end else if(isJump) begin
				PC <= full_addr;
			end else if(isBranch) begin
				if(should_branch) begin
					PC <= PC + {d_in[7], d_in[7], d_in[7], d_in[7], d_in[7], d_in[7], d_in[7], d_in[7], d_in};
				end
			end else if(isBit) begin
				negative <= ALU_in1[7];
				overflow <= ALU_in1[6];
				zero <= ALU_res[7:0] == 0;
			end else if(isLoadOrStore) begin
				if(isLoad) begin
					if(loadstoreTargetA) begin
						A <= d_in;
					end else if(loadstoreTargetX) begin
						X <= d_in;
					end else if(loadstoreTargetY) begin
						Y <= d_in;
					end
					negative <= d_in[7];
					zero <= d_in == 8'h00;
				end else if(isStore) begin
					if(loadstoreTargetA) begin
						d_out <= A;
					end else if(loadstoreTargetX) begin
						d_out <= X;
					end else if(loadstoreTargetY) begin
						d_out <= Y;
					end
					wenb <= 1'b0;
				end
			end else if(toMem) begin
				d_out <= ALU_res[7:0];
				wenb <= 1'b0;
				negative <= ALU_res[7];
				zero <= ALU_res[7:0] == 0;
				if(~instr[7]) begin
					carry <= ALU_res[8];
				end
			end else if(toA) begin
				A <= ALU_res[7:0];
				carry <= ALU_res[8];
				zero <= ALU_res[7:0] == 0;
				negative <= ALU_res[7];
				overflow <= ALU_res[7] != ALU_in1[7];
			end else if(toX) begin
				X <= ALU_res[7:0];
				zero <= ALU_res[7:0] == 0;
				negative <= ALU_res[7];
			end else if(toY) begin
				Y <= ALU_res[7:0];
				zero <= ALU_res[7:0] == 0;
				negative <= ALU_res[7];
			end else if(isCompare) begin
				carry <= ALU_res[8];
				zero <= ALU_res[7:0] == 0;
				negative <= ALU_res[7];
			end
		end else if(phase == 8) begin
			addr_in_buff <= d_in;
			full_addr <= {full_addr[15:8], full_addr[7:0] + 1'b1};
			wenb <= 1'b1;
		end else if(phase == 9) begin
			if(indirectIndexed) begin
				full_addr <= {d_in, addr_in_buff} + Y;
			end else begin
				full_addr <= {d_in, addr_in_buff};
			end
			phase <= 4;
		end else if(phase == 10) begin
			full_addr <= {8'h01, stack_ptr};
			d_out <= PC[15:8];
			PC[15:8] <= d_in;
			wenb <= 1'b0;
			stack_ptr <= stack_ptr - 1;
		end else if(phase == 11) begin
			full_addr <= {8'h01, stack_ptr};
			d_out <= PC[7:0];
			PC[7:0] <= addr_in_buff;
			wenb <= 1'b0;
			stack_ptr <= stack_ptr - 1;
			if(!isBreak) begin
				phase <= 0;
			end
		end else if(phase == 12) begin
			full_addr <= {8'h01, stack_ptr};
			d_out <= status_word;
			wenb <= 1'b0;
			stack_ptr <= stack_ptr - 1;
			phase <= 0;
			intr_disable <= 1'b1;
		end else if(phase == 13) begin
			negative <= d_in[7];
			overflow <= d_in[6];
			decimal <= d_in[3];
			intr_disable <= d_in[2];
			zero <= d_in[1];
			carry <= d_in[0];
			full_addr <= {8'h01, stack_ptr + 1'b1};
			stack_ptr <= stack_ptr + 1;
			wenb <= 1'b1;
		end else if(phase == 14) begin
			PC[7:0] <= d_in;
			full_addr <= {8'h01, stack_ptr + 1'b1};
			stack_ptr <= stack_ptr + 1;
			wenb <= 1'b1;
		end else if(phase == 15) begin
			PC[15:8] <= d_in;
			full_addr <= {8'h01, stack_ptr + 1'b1};
			wenb <= 1'b1;
			phase <= 0;
		end else begin
			phase <= 0;
		end
	end
end
endmodule
==> design/flow/run.sh <==
#!/bin/bash
# OpenROAD 26Q1-2900-gdf79404cd8, Yosys 0.63+post, stock flow scripts
make -C /OpenROAD-flow-scripts/flow DESIGN_CONFIG=/design/flow/config.mk WORK_HOME=/design/flow/orfs finish
==> design/flow/config.mk <==
export PLATFORM = sky130hd
export DESIGN_NAME = CPU_6507
export DESIGN_NICKNAME = CPU_6507
export VERILOG_FILES = /design/flow/design.v
export SDC_FILE = /design/flow/constraint.sdc
export NUM_CORES = 4
export LEC_CHECK = 1
export CORE_UTILIZATION = 50
==> design/flow/constraint.sdc <==
current_design CPU_6507

set clk_period 16.4
set clk_io_pct 0.2

create_clock -name clk0 -period $clk_period [get_ports {clk}]

set non_clock_inputs [all_inputs -no_clocks]
set_input_delay [expr $clk_period * $clk_io_pct] -clock clk0 $non_clock_inputs
set_output_delay [expr $clk_period * $clk_io_pct] -clock clk0 [all_outputs]
==> ci_impl_report.md <==
### Yosys + OpenROAD results

| Metric | Value |
|---|---|
| Final Critical Period | 9560 ps |
| Main synth FF type | dfxtp_1 |
| Post-Syn Instances | roughly 2.0k |
| RSZ-0062 raised after global routing | false |
| Tcrit/Tclk final | 0.583 |
| Fin. Hold Viols | 0 |
| Post-synth cell types | between 90 and 100 |
| First-pass GRT wire length | 98600 um |
| Area of the mapped netlist | about 0.014 mm2 |
| Yosys reg bits | approximately 100 |
| Worst EP required | 16720 ps |
| Combinational Power Share | 0.619 |
| Antenna viol nets, final | 0 |
| FP Rows | ~60 |
| Fp util | 0.508 |
| CP Class | in2reg |
| Dpl hpwl | roughly 48000 um |
| Share of cells above drive strength 1 | 0.0740 |
| Worst Setup End Kind | flip-flop |
| Reg-to-Reg End | Y[5] |
| Switching power of the nets | between 0.7 and 0.8 mW |
| Top-area cell share | 0.123 |
| H-tree depth | 3 |
| Tool warnings | ~46 |
| Worst slew margin | 0.267 |
| Pint | approximately 0.7 mW |
| Starting DRT DRC Count | ~2.5k |
| Hold slack | about 460 ps |
| Gate Area | 0.0107 mm2 |
| Chip area | 0.0280 mm2 |
| Mapped Avg Cell Area | between 6 and 7 um2 |
| CORE AREA | 0.0269 mm2 |
| Max cap viols | 0 |
| Ys async rst share | 0 |
| Final GP Congestion | approximately 1.1 |
| Vias in the first global route | about 15k |
| Yosys cell count | slightly below 2k |
| Port buffer count | 32 |
| R2r setup slk | 8770 ps |
| Min-Delay Endpoint | d_out[0] |
| Height of the die | about 170 um |
| Number of enable flip-flop cells | 16 |
| Routed length per instance | between 20 and 30 um |
| Final WL | between 60000 and 70000 um |
| DRC violations left | 0 |
| Clock share of power | 0.151 |
| Max Clock Freq | between 100 and 150 MHz |
| R2R depth | 24 |
| Clock slew at reported path FFs | about 80 ps |
| Root Driver | clkbuf_16 |
| CTS resizes | 0 |
| Setup Fix Bufs, Post-CTS | 0 |
| Antenna violations before repair | 2 |
| # setup viols final | 0 |
| Pwr Density | roughly 100 mW/mm2 |
| GR Overflow Total | 0 |
| CTS tree | built |
| Synth Seq Share | 0.158 |
| First-pass DRT Iterations | 9 |
| Number of vias per cell | about 7.3 |
| Fillers | between 2k and 3k |
| Inst Count DP | between 2k and 2.5k |
| Net Sw Frac | 0.523 |
| Worst Clk Skew | around 12 ps |
| Setup TNS | 0 ps |
| Worst-margin pin slew | ~1100 ps |
| Crit path DAT | ~9900 ps |
| Clk buf depth | 2 |
| Yosys Chip Area | about 0.014 mm2 |
| Crit Path Max Fanout | 29 |
| Cell type with the largest total area | dfxtp_1 |
| # IOs | 33 |
| CP startpoint kind | primary input |
| Tot GR Track Use | 0.482 |
| Vias | 16.6k |
| HP Class | reg2reg |
| Clock sinks | 100 |
| Final Max Tran Viols | 0 |
| Finished Layout Cells | around 2.3k |
| Synth warn | 1 |
| Inserted Clock Buffers | 9 |
| Sequential share of power | 0.230 |
| Top area cell types | dfxtp_1, ha_1, nand2_1, o21ai_0, a21oi_1 |
| Hold Crit Depth | 2 |
| Outcome | completed |
| Area Overhead vs Synth | 6.87% |
| Most common cell in the netlist | nand2_1 |
| Latency at later pin | about 380 ps |
| VDD IR-drop max | ~0.06 mV |
| Hold path startpoint | d_out[0] |
| Pleak | approximately 5.2 nW |
| Commonest cells in the netlist | nand2_1, nor2_1, o21ai_0 |
| Register area | ~0.0022 mm2 |
| Largest net degree at the start of global routing | 54 |
| Hold-fix buffers, CTS | 0 |
| Worst r2r src | phase[0] |
| Die width | between 150 and 200 um |
## worst max-delay path by stage
| stage | from | endpoint | depth (start not counted) |
|---|---|---|---|
| global route | d_in[7] | Y[6] | 21 |
| CTS | d_in[7] | Y[6] | 21 |
| finish | d_in[7] | Y[5] | 22 |
## layout make-up
cell class | count | area share
antenna | 2 | 0.000343
clock buffer | 10 | 0.0157
inverter | 56 | 0.0144
tap | 341 | 0.0293
timing repair buffer | 102 | 0.0580
sequential | 100 | 0.148
multi-input combinational | 1672 | 0.730
clock inverter | 6 | 0.00386
## state kept, by name, indices dropped and copies added (netlist names), 8 cells and up
signal,count
d_out,8
Y,8
X,8
full_addr,16
A,8
addr_in_buff,8
PC,16
stack_ptr,8
I,8
## critical path: stages
cell and delay [ps]:
clkdlybuf4s50_1 400, buf_4 290, nor4_1 560, nand4_1 230, mux2i_1 840, o21ai_0 220, o211a_1 220, or2_2 360
inv_1 210, ha_1 310, a211oi_1 290, o21ai_0 200, a221oi_1 470, xnor2_1 170, nor3_1 190, a311oi_1 110
and4_1 270, a22o_1 220, a22oi_1 530, nand2_1 130, o211ai_1 150, a31o_2 200
## routing by layer
metal | vias to the layer above | global-route usage | wire length, um
li1 | 7350 | - | -
met1 | 7632 | 0.664 | 26300
met2 | 1348 | 0.668 | 25800
met3 | 266 | 0.203 | 10500
met4 | 4 | 0.191 | 3580
met5 | - | 0.0209 | 90
## power by group through the flow
| stage | logic (mW) | registers (mW) | clock network [mW] |
|---|---|---|---|
| CTS | 0.861 | 0.331 | 0.220 |
| global route | 0.960 | 0.336 | 0.229 |
| finish | 0.899 | 0.334 | 0.219 |
## kinds of logic (layout without fill, tap and decap cells)
| family | Yosys count | count (layout) | synth area share |
|---|---|---|---|
| AND/OR/NAND/NOR | 720 | 720 | 0.248 |
| multiplexers | 57 | 57 | 0.0434 |
| flip-flops | 100 | 100 | 0.158 |
| other | 0 | 2 | 0 |
| AND-OR/OR-AND | 722 | 722 | 0.351 |
| adder cells (fa/ha/maj) | 82 | 82 | 0.0790 |
| XOR/XNOR | 91 | 91 | 0.0584 |
| buffers and inverters | 205 | 174 | 0.0624 |
## layout by cell type (no fill, tap or decap), types with 12 or more instances in the layout
cell and count:
and3_1 20, o21a_1 16, edfxtp_1 16, o21ai_0 169
xnor2_1 51, clkdlybuf4s50_1 32, nor4_1 13, a31oi_1 43
a221oi_1 25, o211ai_1 23, buf_4 70, nor2_1 210
nand4_1 18, a311oi_1 13, o21ai_1 12, xor2_1 40
nand2_1 230, inv_1 46, nor2b_1 20, o22ai_1 33
a21oi_1 162, dfxtp_1 84, and2_1 14, nand3_1 78
mux2i_1 37, a211oi_1 51, nor3_1 53, o221ai_1 19
nand2b_1 13, a22oi_1 17, ha_1 75, mux2_2 18
## through the flow
step           utilization  cell area, um2  setup WS [ps]  power [mW]
2_1_floorplan            -           13600           8080       0.911
3_3_place_gp         0.532           14300           6850        1.19
3_5_place_dp         0.532           14300           6700        1.19
4_1_cts              0.543           14600           7050        1.41
5_1_grt              0.543           14600           6480        1.53
6_report             0.543           14600           6840        1.45
Power and IR drop assume default switching activity.
